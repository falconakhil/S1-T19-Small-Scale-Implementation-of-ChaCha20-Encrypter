==> flow/design.v <==
module qrg (
    input A, B, C, D,          
    output reg a, b, c, d      
);
    always @(*) begin
        case ({A, B, C, D})
            4'b0000: {a, b, c, d} = 4'b0000;
            4'b0001: {a, b, c, d} = 4'b1010;
            4'b0010: {a, b, c, d} = 4'b1101;
            4'b0011: {a, b, c, d} = 4'b0111;
            4'b0100: {a, b, c, d} = 4'b1110;
            4'b0101: {a, b, c, d} = 4'b0100;
            4'b0110: {a, b, c, d} = 4'b0011;
            4'b0111: {a, b, c, d} = 4'b1001;
            4'b1000: {a, b, c, d} = 4'b0101;
            4'b1001: {a, b, c, d} = 4'b1111;
            4'b1010: {a, b, c, d} = 4'b1000;
            4'b1011: {a, b, c, d} = 4'b0010;
            4'b1100: {a, b, c, d} = 4'b1011;
            4'b1101: {a, b, c, d} = 4'b0001;
            4'b1110: {a, b, c, d} = 4'b0110;
            4'b1111: {a, b, c, d} = 4'b1100;
        endcase
    end
endmodule
module two_bit_counter (
    input wire clk,          
    input wire reset,        
    input wire [1:0] init_value,  
    input wire lock,         
    output reg [1:0] count   
);
    always @(posedge clk or posedge reset or posedge lock) begin
        if (reset) begin
            count <= 2'b00;   
        end else if (lock) begin
            count <= init_value;   
        end else begin
            count <= count + 1;   
        end
    end
endmodule
module ksg (
    input [3:0] constant,
    input [7:0] key,
    input [1:0] counter,
    input [1:0] nonce,
    output [3:0] final_out1,
    output [3:0] final_out2,
    output [3:0] final_out3,
    output [3:0] final_out4
);
    wire [3:0] qrg_out1, qrg_out2, qrg_out3, qrg_out4;
    qrg qrg1 (
        .A(constant[3]),  
        .B(key[7]),       
        .C(key[6]),       
        .D(counter[1]),   
        .a(qrg_out1[0]),
        .b(qrg_out1[1]),
        .c(qrg_out1[2]),
        .d(qrg_out1[3])
    );
    qrg qrg2 (
        .A(constant[2]),  
        .B(key[5]),       
        .C(key[4]),       
        .D(counter[0]),   
        .a(qrg_out2[0]),
        .b(qrg_out2[1]),
        .c(qrg_out2[2]),
        .d(qrg_out2[3])
    );
    qrg qrg3 (
        .A(constant[1]),  
        .B(key[3]),       
        .C(key[2]),       
        .D(nonce[1]),     
        .a(qrg_out3[0]),
        .b(qrg_out3[1]),
        .c(qrg_out3[2]),
        .d(qrg_out3[3])
    );
    qrg qrg4 (
        .A(constant[0]),  
        .B(key[1]),       
        .C(key[0]),       
        .D(nonce[0]),     
        .a(qrg_out4[0]),
        .b(qrg_out4[1]),
        .c(qrg_out4[2]),
        .d(qrg_out4[3])
    );
    qrg qrg5 (
        .A(qrg_out1[0]),
        .B(qrg_out2[1]),
        .C(qrg_out3[2]),
        .D(qrg_out4[3]),
        .a(final_out1[3]),
        .b(final_out1[2]),
        .c(final_out1[1]),
        .d(final_out1[0])
    );
    qrg qrg6 (
        .A(qrg_out1[1]),
        .B(qrg_out2[2]),
        .C(qrg_out3[3]),
        .D(qrg_out4[0]),
        .a(final_out2[3]),
        .b(final_out2[2]),
        .c(final_out2[1]),
        .d(final_out2[0])
    );
    qrg qrg7 (
        .A(qrg_out1[2]),
        .B(qrg_out2[3]),
        .C(qrg_out3[0]),
        .D(qrg_out4[1]),
        .a(final_out3[3]),
        .b(final_out3[2]),
        .c(final_out3[1]),
        .d(final_out3[0])
    );
    qrg qrg8 (
        .A(qrg_out1[3]),
        .B(qrg_out2[0]),
        .C(qrg_out3[1]),
        .D(qrg_out4[2]),
        .a(final_out4[3]),
        .b(final_out4[2]),
        .c(final_out4[1]),
        .d(final_out4[0])
    );
endmodule
module plain_text (
    input wire plain_text_input1,        
    input wire plain_text_input2,        
    output wire flag,       
    output wire bit_value   
);
    or(flag,plain_text_input1,plain_text_input2);
    assign bit_value = plain_text_input1 ? 1'b1 : 1'b0;
endmodule
module four_counter (
    input clk,                 
    input reset,               
    input lock,                
    output reg [3:0] count     
);
    always @(posedge clk or posedge reset) begin
        if (reset) begin
            count <= 4'b0000;   
        end else if (lock) begin
            count <= 4'b1111;   
        end else begin
            count <= count + 1;  
        end
    end
endmodule
module bit_selector (
    input [15:0] data_in,      
    input [3:0] clock_in,      
    output reg out             
);
    always @(*) begin
        case (clock_in)
            4'b0000: out = data_in[15];   
            4'b0001: out = data_in[14];   
            4'b0010: out = data_in[13];
            4'b0011: out = data_in[12];
            4'b0100: out = data_in[11];
            4'b0101: out = data_in[10];
            4'b0110: out = data_in[9];
            4'b0111: out = data_in[8];
            4'b1000: out = data_in[7];
            4'b1001: out = data_in[6];
            4'b1010: out = data_in[5];
            4'b1011: out = data_in[4];
            4'b1100: out = data_in[3];
            4'b1101: out = data_in[2];
            4'b1110: out = data_in[1];
            4'b1111: out = data_in[0];   
            default: out = 1'b0;
        endcase
    end
endmodule
module main (
    input wire clk,
    input wire reset,
    input wire [7:0] key,
    input wire [1:0] nonce,
    input wire  plain_text_input1,
    input wire plain_text_input2,
    input wire [1:0] init_value,
    input wire lock,   
    output wire final_output
);
    wire [1:0] counter_output;
    wire [3:0] ksg_output1, ksg_output2, ksg_output3, ksg_output4;
    wire [3:0] constant = 4'b1101;
    wire bit_selector_output;
    wire plain_text_flag;
    wire plain_text_bit_value;
    two_bit_counter counter_uut (
        .clk(plain_text_flag),
        .reset(reset),
        .init_value(init_value),
        .lock(lock),
        .count(counter_output)
    );
    ksg ksg_uut (
        .constant(constant),
        .key(key),
        .counter(counter_output),
        .nonce(nonce),
        .final_out1(ksg_output1),
        .final_out2(ksg_output2),
        .final_out3(ksg_output3),
        .final_out4(ksg_output4)
    );
    plain_text plain_text_uut (
        .plain_text_input1(plain_text_input1),
        .plain_text_input2(plain_text_input2),
        .flag(plain_text_flag),
        .bit_value(plain_text_bit_value)
    );
    wire [15:0] ksg_combined_output = {ksg_output1, ksg_output2, ksg_output3, ksg_output4};
    wire [3:0] four_out;
    four_counter counter_4 (
        .clk(plain_text_flag),
        .reset(reset),
        .lock(lock),
        .count(four_out)
    );
    bit_selector bit_selector_uut (
        .data_in(ksg_combined_output),
        .clock_in(four_out),   
        .out(bit_selector_output)
    );
    assign final_output = bit_selector_output ^ plain_text_bit_value;
endmodule
==> flow/run.sh <==
#!/bin/bash
# OpenROAD 26Q1-2900-gdf79404cd8, Yosys 0.63+post, stock flow scripts
make -C /OpenROAD-flow-scripts/flow DESIGN_CONFIG=/design/flow/config.mk WORK_HOME=/design/flow/orfs finish
==> flow/config.mk <==
export PLATFORM = sky130hd
export DESIGN_NAME = main
export DESIGN_NICKNAME = main
export VERILOG_FILES = /design/flow/design.v
export SDC_FILE = /design/flow/constraint.sdc
export NUM_CORES = 4
export LEC_CHECK = 1
export CORE_AREA = 10 10 87 87
export DIE_AREA = 0 0 97 97
==> flow/constraint.sdc <==
current_design main

set clk_period 3.1
set clk_io_pct 0.2

create_clock -name clk0 -period $clk_period

set non_clock_inputs [all_inputs -no_clocks]
set_input_delay [expr $clk_period * $clk_io_pct] -clock clk0 $non_clock_inputs
set_output_delay [expr $clk_period * $clk_io_pct] -clock clk0 [all_outputs]
==> impl_metrics.env <==
# physical design summary
export IMPL_static_leakage_power_uw=0.000833
export IMPL_synthAoiAreaFrac=0.165
export IMPL_rows=27
export IMPL_initial_core_util=0.199
export IMPL_dr_first_iter_drc_count=32
export IMPL_failing_checks="setup timing"
export IMPL_post_drt_via_cell_ratio=4.40
export IMPL_grt_pass1_wl_um=4910
export IMPL_area_combinational_um2=1140
export IMPL_timing_critical_path_mode_cell="ha_4"
export IMPL_drcViolationCount=0
export IMPL_vias_in_the_first_global_route=1081
export IMPL_synth_top_flop_cell="dfrtp_1"
export IMPL_run_status="finished, violations left"
export IMPL_postSynthRegisterBits=6
export IMPL_ratio_of_total_power_to_cell_area_nw_per_um2=136
export IMPL_die_w_um=97
export IMPL_floorplan_die_height_um=97
export IMPL_slew_violations=0
export IMPL_yosys_area_share_adder=0.223
export IMPL_drt_first_pass_iters=4
export IMPL_seq_area_frac_synth=0.147
export IMPL_hp_class="primary input to output pin"
export IMPL_worstPathCellList="buf_6, inv_4, ha_4, xnor2_4, ha_4, nand2b_4, or4b_4, nand4_1, a31o_1, or4_1, o211a_1, buf_2"
export IMPL_gp_congestion=0.866
export IMPL_max_stage_delay_ns=0.40
export IMPL_tns_ns=-0.146
export IMPL_grt_remaining_overflow=0
export IMPL_switchingPower_uw=100
export IMPL_final_layout_size_suffix_gt1_frac=0.427
export IMPL_number_of_cell_instances_after_yosys_synthesis=128
export IMPL_unclocked_pins=6
export IMPL_placement_cell_area_um2=1560
export IMPL_setup_worst_path_end_class="output pin"
export IMPL_antenna_left=0
export IMPL_number_of_enable_type_register_cells_in_the_synthesized_netlist=0
export IMPL_syn_avg_cell_area_um2=8.78
export IMPL_synth_comb_largest_family="simple AND/OR/NAND/NOR gates"
export IMPL_final_instance_count_excl_fill=243
export IMPL_synthesis_yosys_warnings=5
export IMPL_power_share_combinational=0.970
export IMPL_post_route_min_period_ns=3.25
export IMPL_pwr_share_seq=0.030
export IMPL_cell_internal_power_uw=148
export IMPL_max_slew_worst_pin_slew_ns=0.435
export IMPL_synth_cellmix_xorXnorShare=0.165
export IMPL_post_dp_hpwl_um=2290
export IMPL_layout_cell_area_non_filler_um2=1830
export IMPL_number_of_library_cell_types_mapped_by_synthesis=41
export IMPL_routed_wl_um=2800
export IMPL_grt_max_degree=10
export IMPL_hold_buffers=0
export IMPL_setup_ws_ns=-0.146
export IMPL_hold_violations=0
export IMPL_grt_use_total=0.0581
export IMPL_dp_worst_setup_slack_ns=-1.06
export IMPL_wl_per_cell_um=11.5
export IMPL_area_sequential_um2=165
export IMPL_required_ns=2.48
export IMPL_post_synth_instance_area_um2=1120
export IMPL_crit_slowest_cell="or4_1"
export IMPL_max_freq_ghz=0.308
export IMPL_startpoint_type="primary input"
export IMPL_io_buffer_count=17
export IMPL_core_area_um2=5640
export IMPL_worst_slew_margin_rel=0.709
export IMPL_vdd_ir_drop_max_mv=0.0486
export IMPL_rsz0062_at_grt="true"
export IMPL_openroad_warnings=46
export IMPL_timing_setup_critical_path_class="primary input to output pin"
export IMPL_route_antenna_diode_count=0
export IMPL_crit_arrival_ns=2.63
export IMPL_final_setup_viol_count=1
export IMPL_synth_async_reset_ratio=1.00
export IMPL_area_growth_syn_to_layout_pct=62.6
export IMPL_share_clk_of_total_power=0
export IMPL_untimed_endpoints=6
export IMPL_final_fill_count=587
export IMPL_switching_share=0.404
export IMPL_design_portCount=18
export IMPL_cell_count_after_synthesis=128
export IMPL_number_of_antenna_violations_at_the_first_check_in_global_routing=0
export IMPL_post_synthesis_share_of_cell_area_spent_on_and_or_nand_and_nor_gates=0.251
export IMPL_chipArea_um2=9410
export IMPL_final_min_period_over_clock_period=1.05
export IMPL_placedCellCount=237
export IMPL_vias=1069
export IMPL_critical_path_peak_fanout=3
export IMPL_drv_max_cap_violation_count=0
export IMPL_synth_area_yosys_um2=1120
export IMPL_synthMuxAreaShare=0
-- per-layer routing --
metal,global-route usage,part of all wire
met1,0.0868,0.54
met4,0,0
met3,0.00215,0.021
met5,0,0
met2,0.0951,0.44
-- critical path, delay by kind of cell --
kind	cells	cell delay [ns]
compound gates	2	0.44
xor+xnor	1	0.15
fa+ha+maj	2	0.48
buf+inv	3	0.25
simple gates	4	0.67
-- placed cells by master (no fill, tap or decap), types with 3 or more instances in the layout --
| master | instances |
|---|---|
| nor3b_2 | 3 |
| xor2_1 | 6 |
| nor2_1 | 4 |
| ha_1 | 12 |
| xor3_1 | 3 |
| clkdlybuf4s50_1 | 6 |
| inv_2 | 3 |
| xnor2_4 | 3 |
| inv_1 | 7 |
| buf_6 | 4 |
| o211a_1 | 3 |
| ha_4 | 8 |
| or2_2 | 3 |
| nand2b_1 | 3 |
| or4_1 | 3 |
| inv_4 | 4 |
| dfrtp_1 | 4 |
| buf_4 | 26 |
| nor2b_1 | 5 |
| xnor2_1 | 3 |
| clkbuf_2 | 3 |
| nand2_1 | 5 |
-- power by group through the flow --
stage,sequential [uW],clock [uW],combinational (uW)
global route,7.84,0,266
CTS,7.56,0,230
finish,7.55,0,241
-- state kept, by name, summed over array words and instances (netlist names) --
name and count:
counter_4.count 4, counter_uut.count 2
-- worst paths after layout --
check      endpoint  startpoint  cells past startpoint
max    final_output    nonce[0]                     12
min    final_output      key[1]                      8
-- synth_stat cells (4+ instances only) --
cell type | number | area share
nand2b_1 | 4 | 0.022
xnor2_1 | 7 | 0.055
nand2_1 | 5 | 0.017
ha_1 | 20 | 0.22
xor2_1 | 6 | 0.047
dfrtp_1 | 4 | 0.089
nor2b_1 | 6 | 0.033
nor3_1 | 4 | 0.018
inv_1 | 14 | 0.047
nor2_1 | 5 | 0.017
-- through the flow --
stage               utilization  hold WS [ns]  power (uW)
detailed placement        0.276          2.39         203
finish                    0.324          2.07         248
global placement          0.276          2.41         204
floorplan                     -          1.37         120
CTS                       0.314          2.10         237
global route              0.324          2.18         273
-- layout make-up --
type                            count  area share
Inverter                           14      0.0342
Multi-Input combinational cell    107       0.626
Sequential cell                     6      0.0904
Tap cell                           72      0.0493
Timing Repair Buffer               44       0.200
-- repair_timing --
action	CTS	global route
endpoints found under the hold margin	0	0
buffers inserted	6	0
setup endpoints to repair	1	1
resized	55	26
pin swaps	14	16
-- kinds of logic after synthesis --
family,after synthesis
flip-flops,6
AND-OR/OR-AND,24
buffers and inverters,15
XOR/XNOR,16
adder cells (fa/ha/maj),20
AND/OR/NAND/NOR,47
Power is estimated from default activity; no workload was simulated.
